==> flow/design.v <==
module tx (clk_fpga, clk_uart, data, tx, flag);  
	input clk_uart;
	input clk_fpga;
	input [7:0] data;
	output reg tx;
	output reg flag;
	integer counter, i, j;
	reg [7:0] data_out;
	reg start;
	reg st;
	initial begin
		j = 0;
		st = 0;
		tx = 1'b1;
		counter = 0;
		i = 0;
		start = 0;
	end
	always @(posedge clk_uart) begin
		if (start == 0) i = i + 1;
		else i = 1000;
		if (i >= 1000) start = 1;
		if (start == 1) begin
			counter <= counter + 1;
			if (counter == 11) begin
				counter <= 1;
			end
			case (counter)
				1: begin tx = 0; flag = 0; end
				2: begin tx = data_out[0]; end
				3: begin tx = data_out[1]; end 
				4: begin tx = data_out[2]; end 
				5: begin tx = data_out[3]; end
				6: begin tx = data_out[4]; end
				7: begin tx = data_out[5]; end
				8: begin tx = data_out[6]; end
				9: begin tx = data_out[7]; end
				10: begin tx = 1; data_out <= data; flag = 1; end 		 
			endcase
		end
	end
endmodule
==> flow/run.sh <==
#!/bin/bash
# OpenROAD 26Q1-2900-gdf79404cd8, Yosys 0.63+post, stock flow scripts
make -C /OpenROAD-flow-scripts/flow DESIGN_CONFIG=/design/flow/config.mk WORK_HOME=/design/flow/orfs finish
==> flow/config.mk <==
export PLATFORM = sky130hd
export DESIGN_NAME = tx
export DESIGN_NICKNAME = tx
export VERILOG_FILES = /design/flow/design.v
export SDC_FILE = /design/flow/constraint.sdc
export NUM_CORES = 4
export LEC_CHECK = 1
export CORE_UTILIZATION = 50
==> flow/constraint.sdc <==
current_design tx

set clk_period 7.4
set clk_io_pct 0.2

create_clock -name clk0 -period $clk_period [get_ports {clk_uart}]

set non_clock_inputs [all_inputs -no_clocks]
set_input_delay [expr $clk_period * $clk_io_pct] -clock clk0 $non_clock_inputs
set_output_delay [expr $clk_period * $clk_io_pct] -clock clk0 [all_outputs]
==> results.cfg <==
; flow metrics
[critical_path]
crit_fanout = 8
rr_worst_depth = 8
r2r_start = i[0]$_DFF_P_
arrival_ns = 3.26
critPathRequiredTime_ns = 7.40
path_class = reg -> reg
critPathLaunchType = flop
end_kind = flop
regToRegSetupSlack_ns = 4.15
worstReg2RegEnd = data_out[7]$_DFFE_PP_

[clocking]
cts_setup_buffers = 0
htreeDepth = 3
clkSinkCount = 75
cts_resized = 0
clock_latency_ns = 0.34
postCtsHoldBufs = 0
cts_tree = yes
cts-root-buf = clkbuf_8
cts_buffer_depth = 2
clkSlewWorstSetupHoldPaths_ns = 0.08
cts_buffers = 9

[cells_and_area]
stdcell_area_um2 = 4270
final_util = 0.580
drive_above_1_share = 0.0842
n_fill_cell = 621
area_growth_pct = 9.95

[placed_design]
portBuffers = 10
dpl_cell_area_um2 = 4080
dp_hpwl_um = 4720
place_congestion = 0.813
place_ws_ns = 4.19

[global_route]
top_usage_layer = met1
first_global_vias = 2526
use_met1 = 0.302
grt_use_met2 = 0.291
grt_max_degree = 35
grt_pass1_wl_um = 11900
overflow = 0
met3_usage = 0.0455
grtUsageTotal = 0.188
antenna_found_initial = 0

[route]
wl_per_cell_um = 13.5
wl_um = 6800
drc = 0
postRouteAntennaNets = 0
viasPerCell = 5.48
drtIter0Drc = 93
dr.pass1.iters = 4
antennaDiodeCount = 0
vias = 2754

[logic_synthesis]
netlist_instances = 388
yosys-stat-area_um2 = 3880
ys_types = 47
ys_cells = 388
synthesis.area_um2 = 3880
numSynthFlops = 75
ys_warn_count = 1
ys_seq_frac = 0.495
async_flop_share = 0
syn_avg_cell_area_um2 = 10.0
edf_count = 42
flop_cell = edfxtp_1

[floorplanning]
die_height_um = 90.1
chip_area_um2 = 8130
floorplan.core_util = 0.527
pin_count = 12
core_area_um2 = 7370
fp-row-count = 31
die_w_um = 90.1

[worst_hold_path]
min_from = i[0]$_DFF_P_
holdPathStages = 1
min_to = i[0]$_DFF_P_
min_path_type = reg -> reg

[timing]
tightest_slew_ns = 0.768
rsz0062_at_grt = no
tns_ns = 0
slew_headroom = 0.488
hold_violations = 0
finClkSkew_ns = 0.00855
fin_crit_sh = 0.440
period_needed_ns = 3.25
report.final.slew_viol_count = 0
finalSetupViolCount = 0
fin_ws_ns = 4.15
max_freq_mhz = 307

[power]
ir_worst_vdd_mv = 0.149
p_sw_mw = 0.148
combPwrFrac = 0.006
internal-power_mw = 0.593
p_per_area_nw_per_um2 = 174
total_leakage_power_nw = 1.44
swShare = 0.200
power.share.sequential = 0.587
clkPwrFrac = 0.407

[flow_run]
drv_cap = 0
warnings = 29

[outcome]
outcome = completed
## power by group through the flow
stage	clock network (mW)	registers [mW]	logic, mW
6_report	0.302	0.435	0.00425
4_1_cts	0.315	0.435	0.00427
5_1_grt	0.332	0.435	0.00451
## Yosys cell counts (6+ instances only)
library cell,instances,area (um^2)
and4_1,7,61.3
buf_2,6,30.0
dfxtp_1,33,661
edfxtp_1,42,1260
inv_1,11,41.3
nand2_1,29,109
nand3_1,30,150
nand4_1,14,87.6
nor2_1,50,188
nor3_1,15,75.1
nor4_1,15,93.8
o21ai_0,9,45.0
xnor2_1,36,315
xor2_1,23,201
## cells by family (layout without fill, tap and decap cells)
| kind of cell | count (synthesis) | after routing | share of synthesized area |
|---|---|---|---|
| fa+ha+maj | 5 | 5 | 0.0161 |
| compound gates | 33 | 33 | 0.0622 |
| mux | 4 | 4 | 0.0103 |
| xor+xnor | 59 | 59 | 0.133 |
| flops | 75 | 75 | 0.495 |
| buf+inv | 24 | 40 | 0.0271 |
| simple gates | 188 | 188 | 0.257 |
## per-layer routing
layer,vias to the layer above,wire (um)
li1,1430,-
met1,1276,3270
met2,42,3240
met3,6,228
met4,0,56
met5,-,0
## worst max-delay path by stage
stage | startpoint | endpoint | slack, ns | cells past startpoint
CTS | i[0]$_DFF_P_ | data_out[4]$_DFFE_PP_ | 4.13 | 8
global route | i[0]$_DFF_P_ | data_out[7]$_DFFE_PP_ | 3.87 | 8
finish | i[0]$_DFF_P_ | data_out[7]$_DFFE_PP_ | 4.15 | 8
## state kept, by name, summed over array words and instances, names as in the netlist
name      flops
start         1
tx            1
data_out      8
i            32
flag          1
counter      32
## cell usage in the layout (no fill, tap or decap), types with 3 or more instances in the layout
cell             count
nand4_1             14
nor3_1              15
nor4_1              15
dfxtp_1             33
buf_4                3
clkdlybuf4s50_1     10
and2_1               3
o21ai_0              9
ha_1                 5
nand3_1             30
inv_1               11
edfxtp_1            42
nor2_1              50
mux2i_1              4
clkbuf_8             9
xor2_1              23
nand2_1             29
and4_1               7
nor2b_1              4
and3_1               5
xnor2_1             36
a31oi_1              5
nand2b_1             3
## stage by stage
step	hold WS (ns)	total power, mW	std cells
6_report	0.466	0.741	503
4_1_cts	0.471	0.755	503
3_3_place_gp	0.436	0.449	487
3_5_place_dp	0.451	0.449	487
5_1_grt	0.495	0.772	503
2_1_floorplan	0.422	0.445	388
## layout make-up
| cell class | count | area (um^2) | area share |
|---|---|---|---|
| inverter | 11 | 41.3 | 0.00967 |
| multi-input combinational | 289 | 1870 | 0.438 |
| clock inverter | 7 | 68.8 | 0.0161 |
| clock buffer | 9 | 124 | 0.0290 |
| sequential | 75 | 1920 | 0.450 |
| tap | 99 | 124 | 0.0290 |
| timing repair buffer | 13 | 123 | 0.0287 |
## worst max-delay path, cell delays in order (launching register included)
cell	delay, ns
dfxtp_1	0.40
ha_1	0.25
nand4_1	0.33
o211ai_1	0.20
o21ai_0	0.12
a221oi_1	0.24
and4bb_2	0.29
a2111oi_2	0.67
a21oi_1	0.42
Power and IR drop assume default switching activity.
